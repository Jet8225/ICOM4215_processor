===== flow/run.sh =====
#!/bin/bash
# OpenROAD 26Q1-2900-gdf79404cd8, Yosys 0.63+post, stock flow scripts
make -C /OpenROAD-flow-scripts/flow DESIGN_CONFIG=/design/flow/config.mk WORK_HOME=/design/flow/orfs finish

===== flow/config.mk =====
export PLATFORM = sky130hd
export DESIGN_NAME = alu
export DESIGN_NICKNAME = alu
export VERILOG_FILES = /design/flow/design.v
export SDC_FILE = /design/flow/constraint.sdc
export NUM_CORES = 4
export LEC_CHECK = 1
export CORE_UTILIZATION = 40

===== flow/constraint.sdc =====
current_design alu

set clk_period 19.9
set clk_io_pct 0.2

create_clock -name clk0 -period $clk_period

set non_clock_inputs [all_inputs -no_clocks]
set_input_delay [expr $clk_period * $clk_io_pct] -clock clk0 $non_clock_inputs
set_output_delay [expr $clk_period * $clk_io_pct] -clock clk0 [all_outputs]

===== flow/design.v =====
module alu(output reg [31:0] Y, output reg vout, zout, nout, cout, input [31:0] a, b, input [3:0] opcode, input vin, zin, nin, cin);
	always @(a,b,opcode)
		case(opcode)
			4'b0000:
				begin
					Y = a & b;
					nout = Y[31];
					cout = cin;
					if (Y == 32'b0) zout = 1;
					else zout = 0;
				end
			4'b0001:
				begin
					Y = a ^ b;
					nout = Y[31];
					cout = cin;
					if (Y == 32'b0) zout =1;
					else zout = 0;
				end
			4'b0010:
				begin
					Y = a -b;
					nout = Y[31];
					if (Y==32'b0) zout = 1;
					else zout = 0;
				end
			4'b0011:
				begin
					Y = b - a;
					nout = Y[31];
					if (Y ==32'b0) zout = 1;
					else zout = 0;
				end
			4'b0100:
				begin
					Y = a+b;
					nout = Y[31];
					if (Y==32'b0) zout = 1;
					else zout = 0;
					if (a[31]==1 && b[31]==1) cout = 1;
					else cout = 0;
					if (a[31]==1 && b[31]==1) vout = 1;
					else vout = 0;
				end
			4'b0101:
				begin
					Y = a + b + cin;
					nout = Y[31];
					if (Y==32'b0) zout = 1;
					else zout = 0;
				end
			4'b0110:
				begin
					Y = a - b - ~cin;
					if (Y==32'b0) zout = 1;
					else zout = 0;
				end
			4'b0111:
				begin
					Y = b -a - ~cin;
					nout = Y[31];
					if (Y==32'b0) zout = 1;
					else zout = 0;
				end
			4'b1000:
				begin
					Y = a & b;
					nout = Y[31];
					if (Y==32'b0) zout = 1;
					else zout = 0;
					cout = cin;
				end
			4'b1001:
				begin
					Y = a ^ b;
					nout = Y[31];
					cout = cin;
					if (Y == 32'b0) zout =1;
					else zout = 0;
				end
			4'b1010:
				begin
					Y = a -b;
					nout = Y[31];
					if (Y==32'b0) zout = 1;
					else zout = 0;
				end
			4'b1011:
				begin
					Y = a+b;
					nout = Y[31];
					if (Y==32'b0) zout = 1;
					else zout = 0;
					if (a[31]==1 && b[31]==1) cout = 1;
					else cout = 0;
					if (a[31]==1 && b[31]==1) vout = 1;
					else vout = 0;
				end
			4'b1100:
				begin
					Y = a | b;
					nout = Y[31];
					cout = cin;
					if (Y == 32'b0) zout = 1;
					else zout = 0;
				end
			4'b1101:
				begin 
					Y = b;
					nout = Y[31];
					cout = cin;
					if (Y == 32'b0) zout = 1;
					else zout = 0;
				end
			4'b1110:
				begin
					Y = a & !b;
					nout = Y[31];
					cout = cin;
					if (Y == 32'b0) zout = 1;
					else zout = 0;
				end
			4'b1111:
				begin
					Y = !b;
					nout = Y[31];
					cout = cin;
					if (Y == 32'b0) zout = 1;
					else zout = 0;
				end
		endcase
endmodule

==> notes.md <==
Implementation results

The number of antenna violations at the first check in global routing is 3. The critical-path maximum fanout is 16. Along the worst hold path, the cell count comes to 4. The final timing summary puts the cycle share of the worst path at about three quarters.

The number of distinct library cells after synthesis is 91. The shortest period the worst path allows is between 15 and 20 ns. The floorplan die height is 177 µm. Entering global routing, the biggest net connects 34 pins. The largest family of logic cells by area is AND-OR/OR-AND gates.

The post-layout total power is about 0.58 mW. The detailed router reported a total wirelength of around 65000 µm. The die span in x is 177 µm. The count of cells in the finished layout, fillers not included, comes to 2350. The global route total overflow is 0. 6 endpoints have no timing constraint. The kind of path behind the tightest hold check is in2out. The number of top-level design ports is 108. STA classifies the critical path startpoint as an input pin.

The standard cell core area is 0.0299 mm². Per the detail_route report, the via count comes to 15700. The required time at the worst endpoint is listed as between 15 and 20 ns. The post-synthesis adder-cell area fraction is approximately 14%. Final hold analysis gives a worst-case slack of between 9 and 10 ns. The run reported a max-capacitance violation count of 0.

After Yosys synthesis, AND-OR and OR-AND compound gates account for around 36% of the synthesized area. The synthesized netlist handed to floorplanning was reported with a cell count of ~1900. The routability-driven placement congestion ratio is around 1.1. After Yosys synthesis, and, or, nand and nor cells account for 32.0% of the synthesized area. The quantity of I/O buffers inserted on ports is 105.

The share of synthesized registers carrying an async set or reset is 0%. The count of cells resized by post-cts repair is 0. The setup fix buffers added after clock tree synthesis is 0. The yosys synthesis chip area is 0.0122 mm². The switching power as a share of total power is between 60% and 70%. In the final layout, the fill cell count is around 3000. The chip occupies approximately 0.031 mm². Per the synth stats, the flop cell with the highest instance count is dlxtn_1. The iteration count of the initial detailed-routing pass is 8. The initial detailed-routing violation count is between 2000 and 2500. The HPWL after detailed placement is between 50000 and 60000 µm.

The max-slew violation count is 0. Tracing the worst setup path back leads to its startpoint at b[4]. The area growth from synthesis to final layout is 12.7%. The floorplan utilization is between 40% and 50%. The kind of end point of the critical path is an output pin.

The combined global-route utilization of all metal layers is slightly above 40%. The power report puts the leakage power at about 5 nW. The multiplexer fraction of the synthesized cell area is between 1.5 and 2%. Per the post-route antenna check, the number of violating nets is 0.

The synthesized netlist was found by Yosys to have around 1900 cells. The power density of the placed cells is around 42 mW/mm². Per the hold report, the tightest min-delay path originates at a[1].

The data arrival time at the worst-slack endpoint is about 11 ns. The maximum ir drop on the vdd rail is between 0.000015 and 0.00002 V. The via count of the first global-routing pass is 14300. The power dissipated by switching net loads is roughly 0.37 mW. The per-cell via count in the routed design is roughly 6.7.

The per-instance average area after synthesis is 6.42 µm². Per the detail_route report, DRC violations left total 0. After routing, the total negative slack on setup checks comes to 0 ns. The flow reports an fmax of between 60 and 70 MHz. Summing over the stages, the warning tally comes to 134.

The run finished with clean final reports. For reference, XOR and XNOR gates occupy under 10% of the area reported after synthesis. Cell internal power was estimated by the tool at between 0.2 and 0.25 mW. The end-of-flow core utilization is approximately 46%.

The count of unclocked register or latch pins is 3. Looking at the setup timing report, the critical path kind is in2out. The number of rows in the core area is 63. The total number of yosys warnings is 1. The slew at the pin closest to its max-slew limit is roughly 1.2 ns. The cts-stage hold buffer count is 0. The number of synthesized register bits is 3. The number of enable flip-flop cells is 0.

Setup repair after global routing left no endpoint under its margin. The final hold violation count recorded for this run is 0. The post-route netlist has ~5.7% of its cells at a drive strength greater than 1.

The worst pin sits at a relative slew slack of between 20% and 30%. The first global-routing pass estimated 94400 µm of wire. Including well taps, the total number of placed cells is approximately 2300. The end point of the worst hold path is Y[1]. Summing every instance area after synthesis gives ~0.012 mm². For this run, the final setup violation count is recorded as 0. Dividing the detail-routed wire length by the instance count gives ~27 µm.
-- metal layers --
layer,share of wire [%],global-route usage (%),vias to the layer above
li1,-,-,7291
met1,45,62.4,7303
met2,39,56.7,1005
met3,12,10.3,132
met4,4.3,14.9,2
met5,0.017,0,-
-- cells in the final DEF, fill, tap and decap left out, types with 9 or more instances in the layout --
| cell type | instances |
|---|---|
| a21oi_1 | 171 |
| nor2_1 | 150 |
| nand2_1 | 149 |
| ha_1 | 136 |
| o21ai_0 | 135 |
| inv_1 | 112 |
| clkdlybuf4s50_1 | 105 |
| xnor2_1 | 88 |
| nor3_1 | 63 |
| nand3_1 | 56 |
| nor4_1 | 54 |
| buf_4 | 52 |
| nand4_1 | 42 |
| a221oi_1 | 39 |
| xor2_1 | 36 |
| o211ai_1 | 33 |
| nor2b_1 | 32 |
| or3_1 | 32 |
| a211oi_1 | 26 |
| and2_1 | 25 |
| or2_2 | 24 |
| a21o_1 | 22 |
| a22oi_1 | 21 |
| a31oi_1 | 20 |
| or4_1 | 19 |
| nand2b_1 | 16 |
| o31ai_1 | 16 |
| o21a_1 | 16 |
| o21bai_1 | 15 |
| and3_1 | 15 |
| mux2i_1 | 15 |
| o2111ai_1 | 12 |
| o221ai_1 | 12 |
| o22ai_1 | 11 |
| and4_1 | 10 |
| a2111oi_0 | 10 |
| o31a_1 | 9 |
| nor4b_1 | 9 |
-- per-stage QoR --
stage | area [µm²] | setup WS (ns)
global placement | 13800 | 4.97
finish | 13800 | 4.67
floorplan | 12200 | 7.49
detailed placement | 13800 | 4.96
global route | 13800 | 4.45
CTS | 13800 | 4.92
-- kinds of logic (layout without fill, tap and decap cells) --
| family | after synthesis | count (layout) |
|---|---|---|
| simple gates | 743 | 743 |
| compound gates | 652 | 652 |
| buf+inv | 223 | 277 |
| fa+ha+maj | 139 | 139 |
| xor+xnor | 124 | 124 |
| mux | 20 | 20 |
| latches | 3 | 3 |
| other cells | 0 | 2 |
-- how the worst max path moves through the flow --
stage | endpoint | slack [ns] | cells after the start
4_1_cts | zout | 4.92 | 18
5_1_grt | zout | 4.45 | 20
6_report | zout | 4.67 | 20
-- worst max-delay path: stages --
cell and delay [ns]:
clkdlybuf4s50_1 0.64, inv_1 0.11, ha_1 0.66, inv_1 0.25, a221oi_2 0.62, a2111oi_0 0.21, buf_4 0.20, o21ai_0 0.16
buf_4 0.19, nor4b_1 0.71, o32ai_1 0.27, nor3b_1 0.68, nand2_1 0.19, nor4_1 0.67, a22oi_1 0.24, a2111oi_0 0.52
buf_4 0.24, a211oi_1 0.07, o41ai_1 0.09, clkdlybuf4s50_1 0.53
-- state kept, by name, indices dropped and copies added, names as in the netlist --
| name | flops |
|---|---|
| cout | 1 |
| vout | 1 |
| nout | 1 |
-- synthesized netlist by cell type, types with 11 or more instances --
| master | number | share of area (%) |
|---|---|---|
| nand2b_1 | 16 | 0.82 |
| o21ai_0 | 135 | 5.5 |
| or2_2 | 24 | 1.2 |
| a221oi_1 | 39 | 2.8 |
| nand4_1 | 42 | 2.2 |
| buf_2 | 11 | 0.45 |
| mux2i_1 | 15 | 1.2 |
| o21bai_1 | 15 | 0.92 |
| a31oi_1 | 20 | 1.0 |
| xnor2_1 | 88 | 6.3 |
| o211ai_1 | 33 | 2.0 |
| a22oi_1 | 21 | 1.3 |
| o22ai_1 | 11 | 0.56 |
| nor2_1 | 152 | 4.7 |
| inv_1 | 112 | 3.4 |
| a21oi_1 | 171 | 7.0 |
| nor3_1 | 65 | 2.7 |
| a211oi_1 | 26 | 1.6 |
| buf_1 | 12 | 0.37 |
| nor2b_1 | 32 | 1.6 |
| xor2_1 | 36 | 2.6 |
| or3_1 | 32 | 1.6 |
| nand3_1 | 56 | 2.3 |
| clkbuf_1 | 80 | 2.5 |
| and2_1 | 25 | 1.3 |
| and3_1 | 15 | 0.77 |
| nor4_1 | 54 | 2.8 |
| a21o_1 | 22 | 1.4 |
| or4_1 | 19 | 1.2 |
| o31ai_1 | 16 | 0.98 |
| o2111ai_1 | 12 | 0.86 |
| ha_1 | 136 | 14 |
| nand2_1 | 149 | 4.6 |
| o221ai_1 | 12 | 0.86 |
| o21a_1 | 16 | 0.98 |
-- power by group through the flow --
stage	logic [mW]	registers [mW]	clock network (mW)
CTS	0.553	0.000573	0
global route	0.615	0.000582	0
-- layout make-up --
| type | count | area (µm²) | share of cell area, % |
|---|---|---|---|
| Antenna cell | 2 | 5.00 | 0.0363 |
| Inverter | 120 | 450 | 3.27 |
| Timing Repair Buffer | 157 | 1440 | 10.5 |
| Multi-Input combinational cell | 1678 | 11300 | 82.4 |
| Sequential cell | 3 | 45.0 | 0.327 |
| Tap cell | 390 | 488 | 3.54 |
Power and IR drop assume default switching activity.

[design/flow/design.v]
module decoder_4x16_neg(output reg [15:0] Y, input [3:0] X);
	always @(X)
		case(X)
			4'h0:	Y = 16'b1111111111111110;
			4'h1:	Y = 16'b1111111111111101;
			4'h2: 	Y = 16'b1111111111111011;
			4'h3:	Y = 16'b1111111111110111;
			4'h4:	Y = 16'b1111111111101111;
			4'h5:	Y = 16'b1111111111011111;
			4'h6: 	Y = 16'b1111111110111111;
			4'h7:	Y = 16'b1111111101111111;
			4'h8:	Y = 16'b1111111011111111;
			4'h9:	Y = 16'b1111110111111111;
			4'hA:	Y = 16'b1111101111111111;
			4'hB:	Y = 16'b1111011111111111;
			4'hC:	Y = 16'b1110111111111111;
			4'hD:	Y = 16'b1101111111111111;
			4'hE:	Y = 16'b1011111111111111;
			4'hF:	Y = 16'b0111111111111111;
		endcase
endmodule
module mux_16x1_32b(output reg [31:0] Y, input [3:0] Sel, input [31:0] X0, X1, X2, X3, X4, X5, X6, X7, X8, X9, X10, X11, X12, X13, X14, X15); 
	always @(Sel, X0, X1, X2, X3, X4, X5, X6, X7, X8, X9, X10, X11, X12, X13, X14, X15)
		case(Sel)
			4'b0000:	Y = X0;
			4'b0001:	Y = X1;
			4'b0010:	Y = X2;
			4'b0011:	Y = X3;
			4'b0100:	Y = X4;
			4'b0101: 	Y = X5;
			4'b0110:	Y = X6;
			4'b0111:	Y = X7;
			4'b1000:	Y = X8;
			4'b1001:	Y = X9;
			4'b1010:	Y = X10;
			4'b1011:	Y = X11;
			4'b1100:	Y = X12;
			4'b1101:	Y = X13;
			4'b1110:	Y = X14;
			4'b1111:	Y = X15;
		endcase
endmodule
module register_32b(output reg [31:0] Q, input LE, Clk, Clr, input [31:0] D);
	always @(posedge Clk, negedge Clr)
		if(!Clr) Q <= 32'h00000000;
		else if(!LE) Q <= D;
endmodule
module register_file(output [31:0] A, B, input [31:0] C, input [3:0] ra, rb, rc, input clk, clr, le);
	wire [31:0] r0_out, r1_out, r2_out, r3_out, r4_out, r5_out, r6_out, r7_out, r8_out, r9_out, r10_out, r11_out, r12_out, r13_out, r14_out, r15_out;
	wire [15:0] decOut;
	wire wor0, wor1, wor2, wor3, wor4, wor5, wor6, wor7, wor8, wor9, wor10, wor11, wor12, wor13, wor14, wor15;
	decoder_4x16_neg decoder(decOut,rc);
	or(wor0,decOut[0],le);
	or(wor1,decOut[1],le);
	or(wor2,decOut[2],le);
	or(wor3,decOut[3],le);
	or(wor4,decOut[4],le);
	or(wor5,decOut[5],le);
	or(wor6,decOut[6],le);
	or(wor7,decOut[7],le);
	or(wor8,decOut[8],le);
	or(wor9,decOut[9],le);
	or(wor10,decOut[10],le);
	or(wor11,decOut[11],le);
	or(wor12,decOut[12],le);
	or(wor13,decOut[13],le);
	or(wor14,decOut[14],le);
	or(wor15,decOut[15],le);
	register_32b r0(r0_out, wor0, clk, clr, C);
	register_32b r1(r1_out, wor1, clk, clr, C);
	register_32b r2(r2_out, wor2, clk, clr, C);
	register_32b r3(r3_out, wor3, clk, clr, C);
	register_32b r4(r4_out, wor4, clk, clr, C);
	register_32b r5(r5_out, wor5, clk, clr, C);
	register_32b r6(r6_out, wor6, clk, clr, C);
	register_32b r7(r7_out, wor7, clk, clr, C);
	register_32b r8(r8_out, wor8, clk, clr, C);
	register_32b r9(r9_out, wor9, clk, clr, C);
	register_32b r10(r10_out, wor10, clk, clr, C);
	register_32b r11(r11_out, wor11, clk, clr, C);
	register_32b r12(r12_out, wor12, clk, clr, C);
	register_32b r13(r13_out, wor13, clk, clr, C);
	register_32b r14(r14_out, wor14, clk, clr, C);
	register_32b r15(r15_out, wor15, clk, clr, C);
	mux_16x1_32b mA(A,ra,r0_out, r1_out, r2_out, r3_out, r4_out, r5_out, r6_out, r7_out, r8_out, r9_out, r10_out, r11_out, r12_out, r13_out, r14_out, r15_out);
	mux_16x1_32b mB(B,rb,r0_out, r1_out, r2_out, r3_out, r4_out, r5_out, r6_out, r7_out, r8_out, r9_out, r10_out, r11_out, r12_out, r13_out, r14_out, r15_out);
endmodule
[design/flow/constraint.sdc]
current_design register_file

set clk_period 6.7
set clk_io_pct 0.2

create_clock -name clk0 -period $clk_period [get_ports {clk}]

set non_clock_inputs [all_inputs -no_clocks]
set_input_delay [expr $clk_period * $clk_io_pct] -clock clk0 $non_clock_inputs
set_output_delay [expr $clk_period * $clk_io_pct] -clock clk0 [all_outputs]
[design/flow/config.mk]
export PLATFORM = sky130hd
export DESIGN_NAME = register_file
export DESIGN_NICKNAME = register_file
export VERILOG_FILES = /design/flow/design.v
export SDC_FILE = /design/flow/constraint.sdc
export NUM_CORES = 4
export LEC_CHECK = 1
export CORE_UTILIZATION = 30
[design/flow/run.sh]
#!/bin/bash
# OpenROAD 26Q1-2900-gdf79404cd8, Yosys 0.63+post, stock flow scripts
make -C /OpenROAD-flow-scripts/flow DESIGN_CONFIG=/design/flow/config.mk WORK_HOME=/design/flow/orfs finish
==> impl_metrics.json <==
{
  "power_switching_mw": 2.88,
  "post-route-min-period_ns": 5.86,
  "synth_top_area_share_pct": 46.3,
  "firstDrtPassIters": 10,
  "path_cells": "buf_4, nor2b_4, buf_4, a22oi_1, o221a_2, o22ai_1, clkdlybuf4s50_1",
  "grt_antenna_before_repair": 5,
  "arrival_ns": 4.52,
  "crit_fanout": 48,
  "viasPerCell": 6.18,
  "ys_ff": 512,
  "seq_power_share_pct": 45.2,
  "num_rows": 111,
  "synth-edff-count": 0,
  "swShare_pct": 29.5,
  "vias": 22000,
  "ys_seq_share_pct": 46.3,
  "outcome": "completed",
  "ff_type": "dfrtp_1",
  "rsz0062_at_grt": "false",
  "cts_buffer_depth": 3,
  "endpoint_kind": "output port",
  "cp.required_ns": 5.36,
  "met1_usage_pct": 31.4,
  "period_used_pct": 87.5,
  "gp_congestion": 0.937,
  "die_x_microns": 306,
  "maxSlewHeadroom_pct": 38.6,
  "grt_pass1_vias": 22400,
  "core_area_sq_um": 91500,
  "synthCells": 2297,
  "worstMarginPinSlew_ns": 0.921,
  "ys_chip_area_sq_um": 27700,
  "peakVddDrop_v": 0.000192,
  "routed_wirelength_mm": 109,
  "cts_resized": 0,
  "path_class": "in -> out",
  "combPwrFrac_pct": 22.1,
  "cts.clk_slew.worst_paths_ns": 0.06,
  "slew_violations": 0,
  "max_freq_mhz": 171,
  "post_cts_buffers": 0,
  "drive_above_1_share_pct": 36.1,
  "dieArea_sq_um": 93500,
  "busiest_layer": "met2",
  "fin_skew_ns": 0,
  "met3_usage_pct": 10.7,
  "clockRootBuffer": "clkbuf_16",
  "grt_pass1_wl_mm": 159,
  "h-tree-depth": 2,
  "grt_start_max_net_pins": 128,
  "yosysCellCount": 2297,
  "portBuffers": 110,
  "dp_hpwl_mm": 65.8,
  "drt_iter0_drc": 2320,
  "ys_types": 67,
  "setup_slack_ns": 0.836,
  "tns_ns": 0,
  "grt_usage_pct": 23.9,
  "p_int_mw": 6.88,
  "slowest_delay_ns": 0.80,
  "topCellsByArea": "dfrtp_1, mux2_2, a22oi_1, mux2i_1, a22o_1",
  "fin_area_sq_um": 32100,
  "hold_viol": 0,
  "cts_tree": "yes",
  "wl_per_cell_microns": 30.7,
  "openroad.warnings": 31,
  "area_delta_synth_final_pct": 15.8,
  "place_ws_ns": 0.964,
  "cpMostUsedCell": "buf_4",
  "hold_path.class": "reg -> reg",
  "cts_buffers": 56,
  "setup_viol": 0,
  "cpMaxStageDelayCell": "nor2b_4",
  "fin_hold_ws_ns": 0.514,
  "p_clk_share_pct": 32.7,
  "async_flop_share_pct": 100,
  "startpoint_type": "primary input",
  "antenna_left": 0,
  "netlist_area_sq_um": 27700,
  "fp.dieH_microns": 306,
  "clk_latency_ns": 0.62,
  "met2_usage_pct": 34.8,
  "cts.sinks": 512,
  "drc": 0,
  "io_pins": 111,
  "dpl_cell_area_sq_um": 30200,
  "syn_area_per_cell_sq_um": 12.1,
  "p_total_mw": 9.75,
  "yosysWarningCount": 3,
  "powerDensity_nw_per_um2": 304,
  "leakage_nw": 13.1,
  "largest_area_cell": "dfrtp_1",
  "cts_hold_buf": 0,
  "overflow": 0,
  "core_util_floorplan_pct": 30.2,
  "maxCapViolations": 0
}
## critical path, delay by kind of cell
kind | cells | cell delay (ns)
buf+inv | 3 | 1.50
simple gates | 1 | 0.80
compound gates | 3 | 0.80
## placed cells by master, fill, tap and decap left out, drive strengths merged, types with 13 or more instances in the layout
cell / n
mux2i: 82
buf: 109
a22o: 88
nor2b: 31
mux2: 573
nand3: 15
a222oi: 42
o221ai: 44
nor2: 56
o22a: 43
clkbuf: 79
o2bb2ai: 13
clkdlybuf4s50: 101
a21oi: 45
nand2: 54
nand3b: 27
dfrtp: 512
o22ai: 24
o221a: 22
a22oi: 147
a32oi: 26
nand2b: 50
a31oi: 14
inv: 18
o21ai: 28
clkinv: 15
## metrics by stage
step | utilization (%) | std cells
final | 35.0 | 3558
after global routing | 35.0 | 3556
after floorplan | - | 2297
after detailed placement | 33.0 | 3454
after CTS | 35.0 | 3555
after global placement | 33.0 | 3454
## routing by layer
metal | part of all wire [%] | up-vias
li1 | - | 8947
met1 | 38 | 11200
met2 | 44 | 1487
met3 | 13 | 343
met4 | 5.0 | 6
met5 | 0.033 | -
## power groups by stage
stage	combinational [mW]	sequential [mW]	clock (mW)
4_1_cts	2.14	4.39	3.24
5_1_grt	2.31	4.49	3.36
6_report	2.15	4.41	3.19
## synth_stat cells, types with 3 or more instances
library cell	instances
or3b_2	8
and3_1	4
o2bb2ai_1	13
nor4b_1	5
nand3_1	14
o32a_1	4
dfrtp_1	512
buf_2	80
and3b_1	4
mux2i_1	82
inv_1	16
nand2_1	54
a221oi_1	8
nand2b_1	50
and2_1	8
a32oi_1	26
a31oi_1	14
nand4b_1	6
a222oi_1	42
a22oi_1	147
buf_1	33
mux4_2	9
a221o_1	3
nor2_1	55
a21oi_1	45
nor3_1	5
mux2_1	3
o22a_1	43
o221ai_1	44
o22ai_1	24
a32o_1	4
buf_4	16
clkbuf_1	110
mux2_2	570
or3_1	3
a22o_1	88
a211oi_1	7
nor2b_1	31
o21ai_0	27
o221a_2	22
nand3b_1	27
## path summary, 6_finish.rpt
check,from,endpoint,slack [ns],cells past startpoint
min reg2reg,r4.Q[5],r4.Q[5],0.51,1
max,ra[0],A[20],0.84,7
min in group asynchronous,clr,r12.Q[24],0.62,1
max reg2reg,r10.Q[2],r10.Q[2],5.87,1
min,r4.Q[5],r4.Q[5],0.51,1
max in group asynchronous,clr,r11.Q[4],4.29,3
## cell type report
| cell class | count | area [sq um] |
|---|---|---|
| clock inverters | 22 | 245 |
| inverters | 17 | 63.8 |
| flip-flops and latches | 512 | 12800 |
| clock buffers | 79 | 1650 |
| well taps | 1186 | 1480 |
| multi-input cells | 1529 | 13900 |
| repair buffers | 210 | 1880 |
| diodes | 3 | 7.51 |
| fillers | 8605 | 59500 |
## kinds of logic (layout without fill, tap and decap cells)
kind of cell	after synthesis	in the layout	synth area share [%]
compound gates	572	572	16.5
other cells	0	3	0
buf+inv	256	328	4.05
simple gates	293	293	6.17
flops	512	512	46.3
mux	664	664	27.0
Power figures rest on the tool's default switching activity, not on a simulated workload.

==> flow/design.v <==
module mux_4x1_32b(output reg [31:0] Y, input [1:0] Sel, input [31:0] X0, X1, X2, X3);
	always @(Sel, X0, X1, X2, X3) 
		case(Sel)
			2'b00:	Y = X0;
			2'b01: 	Y = X1;
			2'b10:	Y = X2;
			2'b11: 	Y = X3;
		endcase
endmodule
==> flow/run.sh <==
#!/bin/bash
# OpenROAD 26Q1-2900-gdf79404cd8, Yosys 0.63+post, stock flow scripts
make -C /OpenROAD-flow-scripts/flow DESIGN_CONFIG=/design/flow/config.mk WORK_HOME=/design/flow/orfs finish
==> flow/config.mk <==
export PLATFORM = sky130hd
export DESIGN_NAME = mux_4x1_32b
export DESIGN_NICKNAME = mux_4x1_32b
export VERILOG_FILES = /design/flow/design.v
export SDC_FILE = /design/flow/constraint.sdc
export NUM_CORES = 4
export LEC_CHECK = 1
export CORE_AREA = 10 10 76 76
export DIE_AREA = 0 0 86 86
==> flow/constraint.sdc <==
current_design mux_4x1_32b

set clk_period 1.1
set clk_io_pct 0.2

create_clock -name clk0 -period $clk_period

set non_clock_inputs [all_inputs -no_clocks]
set_input_delay [expr $clk_period * $clk_io_pct] -clock clk0 $non_clock_inputs
set_output_delay [expr $clk_period * $clk_io_pct] -clock clk0 [all_outputs]
==> impl_metrics.csv <==
group,metric,value,unit
die,row_count,23,
drt,dr.pass1.iters,4,
synth,topCellsByArea,"mux4_2, buf_12, mux4_1",
synth,synth-warning-count,1,
setup_path,cpPeakStageDelay,510,ps
sta,setup_slack,-256.3,ps
synth,yosys-stat-area,814.5,um^2
run_status,violations,"negative setup slack",
die,die_h,86,um
grt,grt_pass1_wl,9.004,mm
grt,grt_max_degree,17,
setup_path,start_kind,"input port",
drt,drt_iter0_markers,50,
power_and_ir_drop,cellPowerDensity,335.4,nW/um^2
drt,drt-total-wl,6.126,mm
grt,antenna_found_initial,1,
setup_path,cp_slowest_cell,"mux4_2",
drt,drc,0,
die,die-area,7396,um^2
flow_run,max-cap-violations,0,
sta,setup_viol,32,
setup_path,crit_family,"multiplexers",
layout,seq_area,0,um^2
synth,avgSynthCellArea,20.89,um^2
clock_tree,holdBufCountCts,0,
grt,grt_pass1_vias,1466,
setup_path,crit_required,880,ps
die,io_pins,162,
sta,finalHoldViolCount,0,
layout,drive_above_1_share,37.25,%
run_status,status,"complete, but fails checks",
synth,syn_area,814.5,um^2
synth,top_area_cell,"mux4_2",
synth,yosys.stat.seqShare,0,%
drt,wl_per_cell,24.02,um
drt,avgViaCountPerCell,4.714,
synth,synth_stat.cells,39,
die,chipWidth,86,um
setup_path,path_class,"input port to primary output",
synth,ys_types,5,
flow_run,warnings,36,
power_and_ir_drop,leakage,1.134,nW
synth,top_cells_by_count,"mux4_2, buf_12, buf_2",
drt,postRouteAntennaNets,0,
layout,clockBufferCount,0,
die,fp_util,19.79,%
sta,tightestPinTransition,110.9,ps
grt,overflow,0,
synth,top_cell_area_share,82.95,%
setup_path,path_max_fanout,7,
placement,pre_cts_slack,-853.1,ps
sta,slew-limit-headroom,92.61,%
sta,timing.fmax,737.3,MHz
setup_path,crit_chain,"buf_16, buf_12, mux4_2, buf_2",
min_path,hp-class,"input port to primary output",
layout,syn2layout_area_growth,187.9,%
placement,portBuffers,162,
power_and_ir_drop,vdd_drop_max,0.2052,mV
layout,logic_area,720.7,um^2
sta,finalCritPeriodShare,123.3,%
setup_path,cp_num_buf_inv,3,
layout,flop-count,0,
drt,vias,1202,
placement,gp_congestion,0.9028,
synth,syn_inst,39,
layout,fin_util,56.98,%
layout,fillers,392,
grt,grtUsageTotal,16.17,%
setup_path,cp.arrival,1140,ps
sta,period_minus_slack,1356,ps
sta,final_max_slew_viol_count,0,
placement,hpwl,5.231,mm
synth,yosys.cell_count.top_type,"mux4_2",
setup_path,end_kind,"primary output",
sta,rsz0062_at_grt,"yes",
die,core,4115,um^2
cell type report:
cell class	count	area share (%)
multi-input combinational	32	30.74
antenna	1	0.1067
tap	50	2.668
timing repair buffer	172	66.49
worst paths after layout:
check | startpoint | slack (ps) | cells after the start | end
max | Sel[0] | -260 | 4 | Y[0]
min | X3[29] | 910 | 3 | Y[29]
power breakdown:
| part | leakage (nW) | internal [mW] | total [mW] | switching [mW] |
|---|---|---|---|---|
| sequential | 0 | 0 | 0 | 0 |
| combinational | 1.13 | 0.586 | 0.786 | 0.200 |
| clock | 0.00000634 | 0.000000122 | 0.000000122 | 0 |
| total | 1.13 | 0.586 | 0.786 | 0.200 |
placed cells by master, fill, tap and decap left out:
cell,n
buf_2,32
clkdlybuf4s15_1,4
buf_16,6
bufbuf_16,1
diode_2,1
buf_4,2
dlygate4sd2_1,124
buf_12,3
mux4_2,32
timing repair:
item	4_1_cts	5_1_grt
gates resized	251	0
endpoints found under the setup margin	32	32
setup buffers	0	1
cloned	6	0
routing by layer:
metal / GRT usage, % / share of wire [%] / vias up
met5: 0 / 0 / -
met4: 0.4491 / 0.49 / 0
met3: 7.722 / 12 / 6
met2: 29.95 / 54 / 88
met1: 16.99 / 34 / 566
li1: - / - / 542
stage by stage:
step | instance area, um^2 | hold slack, ps | std cells | total power [mW] | setup TNS [ps]
finish | 2345 | 908.4 | 255 | 0.7863 | -7329
global placement | 2467 | 1334 | 247 | 0.9768 | -26770
global route | 2345 | 908.8 | 255 | 0.8454 | -8203
CTS | 2335 | 909.2 | 253 | 0.8017 | -7622
detailed placement | 2467 | 1331 | 247 | 0.9835 | -26700
floorplan | 823.3 | 526.4 | 39 | 0.2608 | -948.5
logic make-up after synthesis:
| group | Yosys count | share of synthesized area [%] |
|---|---|---|
| multiplexers | 32 | 89.40 |
| buffers and inverters | 7 | 10.60 |
No activity file was given, so power comes from the tool's default toggle rates.
